[/design/flow/constraint.sdc]
current_design scandoubler

set clk_period 5787.8
set clk_io_pct 0.2

create_clock -name clk0 -period $clk_period [get_ports {clk_sys}]

set non_clock_inputs [all_inputs -no_clocks]
set_input_delay [expr $clk_period * $clk_io_pct] -clock clk0 $non_clock_inputs
set_output_delay [expr $clk_period * $clk_io_pct] -clock clk0 [all_outputs]
[/design/flow/config.mk]
export PLATFORM = sky130hd
export DESIGN_NAME = scandoubler
export DESIGN_NICKNAME = scandoubler
export VERILOG_FILES = /design/flow/design.v
export SDC_FILE = /design/flow/constraint.sdc
export NUM_CORES = 4
export LEC_CHECK = 1
export CORE_UTILIZATION = 40
export SYNTH_MEMORY_MAX_BITS = 65536
[/design/flow/run.sh]
#!/bin/bash
# OpenROAD 26Q1-2900-gdf79404cd8, Yosys 0.63+post, stock flow scripts
make -C /OpenROAD-flow-scripts/flow DESIGN_CONFIG=/design/flow/config.mk WORK_HOME=/design/flow/orfs finish
[/design/flow/design.v]
module scandoubler
(
	input            clk_sys,
	input            bypass,
	input      [2:0] ce_divider,
	output           pixel_ena,
	input      [1:0] scanlines,
	input            hs_in,
	input            vs_in,
	input      [COLOR_DEPTH-1:0] r_in,
	input      [COLOR_DEPTH-1:0] g_in,
	input      [COLOR_DEPTH-1:0] b_in,
	output       hs_out,
	output       vs_out,
	output [5:0] r_out,
	output [5:0] g_out,
	output [5:0] b_out
);
parameter HCNT_WIDTH = 9;  
parameter HSCNT_WIDTH = 12;  
parameter COLOR_DEPTH = 6;  
reg scanline;
reg [5:0] r;
reg [5:0] g;
reg [5:0] b;
reg [5:0] r_o;
reg [5:0] g_o;
reg [5:0] b_o;
reg hs_o;
reg vs_o;
wire [COLOR_DEPTH*3-1:0] sd_mux = bypass ? {r_in, g_in, b_in} : sd_out;
always @(*) begin
	if (COLOR_DEPTH == 6) begin
		b = sd_mux[5:0];
		g = sd_mux[11:6];
		r = sd_mux[17:12];
	end else if (COLOR_DEPTH == 2) begin
		b = {3{sd_mux[1:0]}};
		g = {3{sd_mux[3:2]}};
		r = {3{sd_mux[5:4]}};
	end else if (COLOR_DEPTH == 1) begin
		b = {6{sd_mux[0]}};
		g = {6{sd_mux[1]}};
		r = {6{sd_mux[2]}};
	end else begin
		b = { sd_mux[COLOR_DEPTH-1:0], sd_mux[COLOR_DEPTH-1 -:(6-COLOR_DEPTH)] };
		g = { sd_mux[COLOR_DEPTH*2-1:COLOR_DEPTH], sd_mux[COLOR_DEPTH*2-1 -:(6-COLOR_DEPTH)] };
		r = { sd_mux[COLOR_DEPTH*3-1:COLOR_DEPTH*2], sd_mux[COLOR_DEPTH*3-1 -:(6-COLOR_DEPTH)] };
	end
end
always @(posedge clk_sys) begin
	if(ce_x2) begin
		hs_o <= hs_sd;
		vs_o <= vs_in;
		if(vs_o != vs_in) scanline <= 0;
		if(hs_o && !hs_sd) scanline <= !scanline;
		if(!scanline || !scanlines || bypass) begin
			r_o <= r;
			g_o <= g;
			b_o <= b;
		end else begin
			case(scanlines)
				1: begin  
					r_o <= {1'b0, r[5:1]} + {2'b00, r[5:2] };
					g_o <= {1'b0, g[5:1]} + {2'b00, g[5:2] };
					b_o <= {1'b0, b[5:1]} + {2'b00, b[5:2] };
				end
				2: begin  
					r_o <= {1'b0, r[5:1]};
					g_o <= {1'b0, g[5:1]};
					b_o <= {1'b0, b[5:1]};
				end
				3: begin  
					r_o <= {2'b00, r[5:2]};
					g_o <= {2'b00, g[5:2]};
					b_o <= {2'b00, b[5:2]};
				end
			endcase
		end
	end
end
assign r_out = bypass ? r_in : r_o;
assign g_out = bypass ? g_in : g_o;
assign b_out = bypass ? b_in : b_o;
assign hs_out = bypass ? hs_in : hs_o;
assign vs_out = bypass ? vs_in : vs_o;
assign pixel_ena = bypass ? ce_x1 : ce_x2;
reg [COLOR_DEPTH*3-1:0] sd_out;
(* ramstyle = "no_rw_check" *) reg [COLOR_DEPTH*3-1:0] sd_buffer[2*2**HCNT_WIDTH];
reg        line_toggle;
reg  [HCNT_WIDTH-1:0] hcnt;
reg  [HSCNT_WIDTH:0] hs_max;
reg  [HSCNT_WIDTH:0] hs_rise;
reg  [HSCNT_WIDTH:0] synccnt;
reg [2:0] ce_divider_in;
reg [2:0] ce_divider_out;
reg [2:0] i_div;
wire ce_x1 = (i_div == ce_divider_in);
always @(posedge clk_sys) begin
	reg hsD, vsD;
	if(ce_x1) begin
		hcnt <= hcnt + 1'd1;
		sd_buffer[{line_toggle, hcnt}] <= {r_in, g_in, b_in};
	end
	i_div <= i_div + 1'd1;
	if (i_div==ce_divider) i_div <= 3'b000;
	synccnt <= synccnt + 1'd1;
	hsD <= hs_in;
	if(hsD && !hs_in) begin
		ce_divider_out <= ce_divider_in;
		ce_divider_in <= ce_divider;
		hs_max <= {1'b0,synccnt[HSCNT_WIDTH:1]};
		hcnt <= 0;
		synccnt <= 0;
		i_div <= 3'b000;
	end
	if(!hsD && hs_in) hs_rise <= {1'b0,synccnt[HSCNT_WIDTH:1]};
	if(hsD && !hs_in) line_toggle <= !line_toggle;
	vsD <= vs_in;
	if(vsD != vs_in) line_toggle <= 0;
end
reg  [HSCNT_WIDTH:0] sd_synccnt;
reg  [HCNT_WIDTH-1:0] sd_hcnt;
reg        hs_sd;
reg [2:0] sd_i_div;
wire ce_x2 = (sd_i_div == ce_divider_out) | (sd_i_div == {1'b0,ce_divider_out[2:1]});
always @(posedge clk_sys) begin
	reg hsD;
	if(ce_x2) begin
		sd_hcnt <= sd_hcnt + 1'd1;
		sd_out <= sd_buffer[{~line_toggle, sd_hcnt}];
	end
	sd_synccnt <= sd_synccnt + 1'd1;
	hsD <= hs_in;
	if(hsD && !hs_in) sd_synccnt <= hs_max;
	if(sd_synccnt == hs_max) begin
		sd_synccnt <= 0;
		sd_hcnt <= 0;
	end
	sd_i_div <= sd_i_div + 1'd1;
	if (sd_i_div==ce_divider) sd_i_div <= 3'b000;
	if(sd_synccnt == 0) begin
		hs_sd <= 0;
		sd_i_div <= 3'b000;
	end
	if(sd_synccnt == hs_rise) hs_sd <= 1;
end
endmodule
==> impl_metrics.tcl <==
# metrics dict for downstream scripts
set metrics [dict create \
    hpwl_mm 1620 \
    syn_avg_cell_area_um2 21.8 \
    ys_sh_adder_pct 0.0575 \
    post_cts_buffers 0 \
    synth-compound-area-share_pct 3.29 \
    cts_tree "yes" \
    min_path_type "reg -> reg" \
    gp_congestion 0.989 \
    ys_ff 18600 \
    dp_cells 57100 \
    yosysWarningCount 1 \
    worst_pin_slew_ns 1.52 \
    synth-simple-area-share_pct 1.53 \
    fmax_mhz 0.432 \
    cts.hold.buffers_added 0 \
    yosys-stat-cells 32600 \
    fp-row-count 490 \
    cp_common_cell "buf_4" \
    muxShareOfSynthArea_pct 15.4 \
    first_global_vias 399000 \
    vias 371000 \
    violations "antenna violations, max-capacitance violations, max-slew violations" \
    ys_chip_area_um2 713000 \
    clk_latency_ns 1.44 \
    cts_resized 0 \
    peakVddDrop_uv 0.533 \
    wire_per_inst_um 41.9 \
    worst-path-max-fanout 44 \
    cts_sinks 18600 \
    grt_first_pass_wirelength_mm 3420 \
    cts_buffers 1868 \
    area_growth_pct 14.6 \
    die-area_um2 1790000 \
    grt_max_degree 125 \
    layout.cells.non_filler 61200 \
    status "complete, but fails checks" \
    clockBufferDepth 6 \
    ys_top_cells_by_count "edfxtp_1 (18,500), mux4_2 (4,034), mux2i_1 (1,802)" \
    edf_count 18500 \
    synth_cells 32600 \
    logic_family "multiplexers" \
    critPathBufInv 4 \
    cp_slowest_cell "buf_4" \
    ys_sh_xor_pct 0.0921 \
    firstDrtPassIters 7 \
    maxSlewViolCount 3 \
    top_area_cell "edfxtp_1" \
    cts-root-buf "clkbuf_16" \
    finalSetupTns_ns 0 \
    hold_viol_final 0 \
    drc 0 \
    max_stage_delay_ns 0.68 \
    ios 48 \
    clk_pin_slew_ns 0.06 \
    tool_warnings 79 \
    antenna_found_initial 359 \
    cap_violations 1 \
    grt_setup_unrepaired "no" \
    yosys.stat.seqShare_pct 78.0 \
    crit_arrival_ns 1159.92 \
    die_x_mm 1.34 \
    io_buffers 47 \
    endpoint_kind "primary output" \
    synth-main-ff-cell "edfxtp_1" \
    fp.dieH_mm 1.34 \
    setup_viol 0 \
    min_period_ns 2317.48 \
    crit_required_ns 4630.24 \
    syn-cell-area_um2 713000 \
    drtAntennaViolNets 1 \
    via_per_inst 6.07 \
    synth_cell_type_count 85 \
    p_per_area_nw_per_um2 0.485 \
    grt_overflow 0 \
    relSlewSlack_pct -1.71 \
    p_leak_nw 255 \
    yosysTopAreaCellShare_pct 77.9 \
    drt-total-wl_mm 2570 \
    crit_path_start_kind "input port" \
    crit_path_cell_trace "buf_8 -> buf_4 -> buf_4 -> nand2_1 -> o21ai_0 -> clkdlybuf4s50_1" \
    drt-initial-drc-count 28700 \
    critPathKind "in -> out" \
    cp_top_family "buffers and inverters" \
    fin_crit_sh_pct 40.0 \
    fp_util_pct 40.1 \
    htree_levels 7 \
    postSynth.asyncResetShare_pct 0 \
    gr-usage-all-layers_pct 31.6 \
    topCellsByArea "edfxtp_1 (78%), mux4_2 (13%), mux2i_1 (2.5%)" \
    drive_above_1_share_pct 29.4 \
    core_area_um2 1780000 \
    skew_ns 0.242 \
    top_cell "edfxtp_1" \
]
## cell families (layout without fill, tap and decap cells)
kind of cell,after synthesis,after routing
AOI/OAI and AO/OA,3394,3394
xor gates and xnor gates,75,75
adders and majority gates,31,31
buffers and inverters,2103,6276
DFF,18600,18600
muxes,5919,5919
other,0,737
and+or+nand+nor,2571,2571
## layout by cell type (no fill, tap or decap), drive strengths merged, types with 28 or more instances in the layout
cell type      count
a22oi            587
o22ai            299
mux2              83
nor2b             44
o221ai           293
clkinv           801
inv              108
nor3              80
nor2            1332
a2111oi           34
a211oi           191
nand2            637
o211ai            71
xnor2             36
o21ai            446
bufinv           129
clkdlybuf4s50     28
buf             2882
a311oi            28
mux4            4034
dfxtp             54
diode            737
nand4             37
clkbuf          2293
clkinvlp          35
and3              42
nor4              46
a21oi            696
a221oi           353
nand3            215
ha                28
a31oi             92
edfxtp         18500
xor2              39
a22o              67
mux2i           1802
## final cells by class
class,count,area [µm²]
diodes,737,1840
clock buffers,2293,48800
clock inverters,1000,8130
fillers,143000,962000
inverters,73,329
multi-input cells,12000,150000
flip-flops and latches,18600,557000
well taps,23600,29500
repair buffers,2910,22600
## routing by layer
layer  up-vias  routed length [µm]  GRT usage [%]  part of all wire (%)
li1     145000                   -              -                     -
met1    184000              627000           27.3                    24
met2     35600             1080000           40.7                    42
met3      6407              621000           33.9                    24
met4       635              198000           18.6                   7.7
met5         -               36000           17.2                   1.4
## per-stage QoR
| step | total power [mW] | hold slack (ns) | util, % | worst slack, ns | area [µm²] |
|---|---|---|---|---|---|
| 3_5_place_dp | 0.278 | 0.465 | 42.6 | 3470.37 | 759000 |
| 6_report | 0.397 | 0.476 | 45.9 | 3470.32 | 818000 |
| 2_1_floorplan | 0.216 | 0.418 | - | 3471.50 | 713000 |
| 3_3_place_gp | 0.278 | 0.471 | 42.6 | 3470.36 | 759000 |
| 5_1_grt | 0.404 | 0.487 | 45.9 | 3470.28 | 817000 |
| 4_1_cts | 0.392 | 0.461 | 45.8 | 3470.37 | 816000 |
## state kept, by name (all words and copies together), names as in the netlist, named ones only
signal / cells
scanline: 1
line_toggle: 1
hs_max: 12
ce_divider_out: 3
vs_o: 1
ce_divider_in: 3
r_o: 6
synccnt: 13
sd_buffer: 18432
sd_i_div: 3
hs_rise: 12
hcnt: 9
hs_sd: 1
sd_out: 18
sd_hcnt: 9
g_o: 6
i_div: 3
hs_o: 1
b_o: 6
sd_synccnt: 13
## final timing paths
| path | slack [ns] | startpoint | cells after the start | end |
|---|---|---|---|---|
| setup / recovery | 3470.32 | r_in[5] | 6 | r_out[5] |
| hold / removal | 0.48 | ce_divider_in[0] | 0 | ce_divider_out[0] |
| setup reg to reg | 5776.86 | sd_hcnt[0] | 18 | sd_out[15] |
| hold reg to reg | 0.48 | ce_divider_in[0] | 0 | ce_divider_out[0] |
## power breakdown
group	internal, mW	total [mW]	switching, mW
Combinational	0.0424	0.132	0.0900
Clock	0.0650	0.115	0.0499
Sequential	0.148	0.149	0.000898
Power figures rest on the tool's default switching activity, not on a simulated workload.
